## flow/design.v

```verilog
module classification(clk,reset,datain,dataout); 
parameter DATA_WIDTH = 16;
parameter NODES = 10;
input clk,reset;
input signed [DATA_WIDTH*NODES-1:0] datain;
output reg [3:0] dataout;
wire signed [DATA_WIDTH-1:0] num_reg [0:9];
reg signed [DATA_WIDTH-1:0] max_num;
genvar i; 
  for(i = 0; i < 10; i = i + 1) 
  begin:for_assign
        assign  num_reg[9-i] = datain[i*DATA_WIDTH+:DATA_WIDTH];
end
integer j;
always@(posedge clk) begin
    if(reset == 0) begin
        max_num = 16'b0;
    end else begin
        for(j=0; j<10; j=j+1)begin
            if(num_reg[j]>max_num)
                max_num = num_reg[j];
            else
                max_num = max_num;
        end
    end
end
always@(posedge clk) begin
    if(reset == 0)
        dataout <= 4'b0000;
    else if(max_num == datain[15:0])
        dataout <= 4'b1010;
    else if(max_num == datain[31:16])
        dataout <= 4'b1001;
    else if(max_num == datain[47:32])
        dataout <= 4'b1000;
    else if(max_num == datain[63:48])
        dataout <= 4'b0111;
    else if(max_num == datain[79:64])
        dataout <= 4'b0110;
    else if(max_num == datain[95:80])
        dataout <= 4'b0101;
    else if(max_num == datain[111:96])
        dataout <= 4'b0100;
    else if(max_num == datain[127:112])
        dataout <= 4'b0011;
    else if(max_num == datain[143:128])
        dataout <= 4'b0010;
    else if(max_num == datain[159:144])
        dataout <= 4'b0001;
    else 
        dataout <= 4'b0000;
end
endmodule
```

## flow/run.sh

```bash
#!/bin/bash
# OpenROAD 26Q1-2900-gdf79404cd8, Yosys 0.63+post, stock flow scripts
make -C /OpenROAD-flow-scripts/flow DESIGN_CONFIG=/design/flow/config.mk WORK_HOME=/design/flow/orfs finish
```

## flow/config.mk

```make
export PLATFORM = sky130hd
export DESIGN_NAME = classification
export DESIGN_NICKNAME = classification
export VERILOG_FILES = /design/flow/design.v
export SDC_FILE = /design/flow/constraint.sdc
export NUM_CORES = 4
export LEC_CHECK = 1
export CORE_UTILIZATION = 50
```

## flow/constraint.sdc

```tcl
current_design classification

set clk_period 31.8
set clk_io_pct 0.2

create_clock -name clk0 -period $clk_period [get_ports {clk}]

set non_clock_inputs [all_inputs -no_clocks]
set_input_delay [expr $clk_period * $clk_io_pct] -clock clk0 $non_clock_inputs
set_output_delay [expr $clk_period * $clk_io_pct] -clock clk0 [all_outputs]
```

==> results.json <==
{
  "async_flop_share": 0,
  "final_cell_mix": "clkdlybuf4s50_1 (165), ha_1 (143), inv_1 (131)",
  "synth_seq_share": 0.04387,
  "final_antenna_net_count": 0,
  "clock_latency_ps": 250,
  "ioPinCount": 166,
  "fin_ws_ps": 1739,
  "period_used_share": 0.9453,
  "htree_levels": 1,
  "dpl.hpwl_mm": 27.53,
  "place_inst": 1621,
  "drt_iter0_drc": 670,
  "cts_buffers": 3,
  "r2r-end": "max_num[14]",
  "rows": 49,
  "place.gp.congestion": 1.037,
  "timing.hold.worst.class": "reg -> reg",
  "preCtsSetupSlack_ps": -103.9,
  "finalCriticalPeriod_ps": 30060,
  "met3_length_mm": 2.666,
  "critPathLaunchType": "primary input",
  "grt_overflow": 0,
  "setup_viol": 0,
  "drive_above_1_share": 0.1311,
  "first_global_vias": 8926,
  "path_depth": 134,
  "cts.sinks": 20,
  "layout_top_cell": "clkdlybuf4s50_1",
  "fp_util": 0.5098,
  "r2r_start": "max_num[7]",
  "synth.avg_cell_area_um2": 7.342,
  "ys_area_um2": 9126,
  "fill_cells": 1568,
  "wl_met1_mm": 15.09,
  "ys.flops": 20,
  "cts_tree": "built",
  "die-area_um2": 18800,
  "cp-startpoint": "datain[157]",
  "maxCapViolCount": 0,
  "final_cells": 1663,
  "met2WireLength_mm": 15.13,
  "clock_skew_ps": 2.710,
  "hold_viol": 0,
  "synth-edff-count": 0,
  "warnings": 26,
  "critPathSlowestCell": "clkdlybuf4s50_1",
  "portBuffers": 165,
  "cts_hold_buf": 0,
  "worst-path-buf-inv": 18,
  "cts_root_buffer": "clkbuf_16",
  "die_w_um": 137.1,
  "status": "finished clean",
  "antenna_cells": 0,
  "yosys_warnings": 1,
  "drc_errors": 0,
  "endpoint": "max_num[14]",
  "crit_family": "AND-OR/OR-AND gates",
  "crit_required_ps": 31940,
  "area_growth_pct": 28.24,
  "wl_mm": 33.88,
  "firstDrtPassIters": 5,
  "clkSlewWorstSetupHoldPaths_ps": 60,
  "max_stage_delay_ps": 450,
  "syn-cell-area_um2": 9126,
  "ys_types": 92,
  "tightest_slew_ps": 843.9,
  "ys_cells": 1243,
  "core_um2": 17900,
  "netlist_instances": 1243,
  "clk_path_buf_depth": 2,
  "rrSetupSlack_ps": 7300,
  "die_h_um": 137.1,
  "synthFlopType": "dfxtp_1",
  "crit_type": "in -> reg",
  "clock.fmax_mhz": 33.27,
  "drv_slew": 0,
  "grt_max_degree": 29,
  "reg2reg_depth": 133,
  "timing.slew.headroom": 0.4366,
  "crit_top_cell": "a21oi_1",
  "wire_per_inst_um": 20.37,
  "worst_ep_arrival_time_ps": 30200,
  "grt_pass1_wl_mm": 49.83,
  "grt_use_total": 0.3587,
  "endpoint_kind": "register",
  "seqCellArea_um2": 400.4,
  "logic_area_um2": 8242,
  "antenna_found_initial": 0,
  "vias_per_cell": 6.009,
  "vias": 9993,
  "highest_layer": "met4",
  "crit_path_max_fanout": 19
}
-- what timing repair did --
action / CTS / global route
gates resized: 0 / 65
buffers inserted: 0 / 35
endpoints found under the setup margin: 0 / 16
-- layout make-up --
type                       count  share of cell area
multi-input combinational   1049              0.7042
timing repair buffer         230              0.1861
clock buffer                   3            0.006414
sequential                    20             0.03421
inverter                     131             0.04201
clock inverter                 1            0.002566
tap                          229             0.02448
-- stage by stage --
| step | hold WS (ps) | util | TNS [ps] | instance area (um^2) |
|---|---|---|---|---|
| final | 1055 | 0.6538 | 0 | 11700 |
| after global placement | 1043 | 0.6176 | -1220 | 11060 |
| after floorplan | 937.6 | - | 0 | 9126 |
| after detailed placement | 1038 | 0.6176 | -346.5 | 11060 |
| after global routing | 1138 | 0.6538 | -1899 | 11700 |
| after CTS | 1046 | 0.6234 | 0 | 11160 |
-- synth_stat cells, types with 7 or more instances --
cell type  count  share of area
ha_1         144           0.20
inv_1        131          0.054
xor2_1        91          0.087
a21oi_1       76          0.042
o21ai_0       73          0.040
nand2_1       66          0.027
nor2_1        65          0.027
xnor2_1       60          0.058
mux2_2        51          0.063
nand4_1       44          0.030
nand3_1       35          0.019
nor4_1        30          0.021
clkbuf_1      25          0.010
nor2b_1       23          0.016
a31oi_1       22          0.015
dfxtp_1       20          0.044
o21ai_1       20          0.011
mux2i_1       19          0.021
nand2b_1      19          0.013
and2_1        18          0.012
a21o_1        17          0.014
and3_1         9         0.0062
nor3_1         9         0.0049
o211ai_1       9         0.0074
a211oi_1       7         0.0058
and4_1         7         0.0067
buf_1          7         0.0029
mux2_1         7         0.0086
or2_2          7         0.0048
or3_1          7         0.0048
-- cells by family (layout without fill, tap and decap cells) --
group / after synthesis / count (layout) / synth area share
compound gates: 310 / 311 / 0.2228
xor+xnor: 152 / 152 / 0.1467
fa+ha+maj: 146 / 146 / 0.1996
buf+inv: 176 / 365 / 0.07952
flops: 20 / 20 / 0.04387
mux: 77 / 77 / 0.09240
simple gates: 362 / 363 / 0.2151
-- worst register-to-register path: cells and delay by family, from the launching register on --
kind	cells	cell delay [ps]
AOI/OAI and AO/OA	59	10720
DFF	1	870
and+or+nand+nor	40	6020
muxes	6	1700
adders and majority gates	10	2660
buffers and inverters	18	2380
-- routing by layer --
layer  track usage  up-vias
met3       0.04913       69
met5             0        -
met2        0.5816      460
met1        0.4993     4553
li1              -     4911
met4       0.09219        0
-- flip-flops by register name, indices dropped and copies added, names as in the netlist --
register  count
max_num      16
dataout       4
-- how the worst min path moves through the flow --
stage / endpoint / cells past startpoint / slack (ps) / from
after global routing: dataout[0] / 6 / 1140 / max_num[11]
final: dataout[0] / 6 / 1050 / max_num[11]
after CTS: dataout[0] / 6 / 1050 / max_num[11]
